`flow/design.v`:
```
module Seg_Display(
		input Scan_clk,
		input clk,
		input rtsn,
		input [15:0] Data,
		output reg [7:0] Seg7_show,
		output  [7:0] seg_data_0,
		output  [7:0] seg_data_1
	);
	reg [2:0] state ;
	reg [4:0] number;
	parameter Symbol = 5'b1_0000 ;
	reg [3:0] Number3 ;
	reg [3:0] Number2 ;
	reg [3:0] Number1 ;
	reg [3:0] Number0 ;
	always@(posedge Scan_clk or negedge rtsn)begin
		if(!rtsn) begin
			Seg7_show <= 8'b11111111;
			state <= 0;
		end else begin
			if(state < 8)
				state <= state + 1;
			else 
				state = 0;	
			case(state)
				4'd0:
					begin
						Seg7_show <= 8'b1000_0000;
						number <= {0,Number0};
					end
				4'd1:
					begin
						Seg7_show <= 8'b0100_0000;
						number <= {0,Number1};
					end	
				4'd2:	
					begin
						Seg7_show <= 8'b0010_0000;
						number <= Symbol;
					end	
				4'd3:	
					begin
						Seg7_show <= 8'b0001_0000;
						number <= Symbol;
					end	
				4'd4:
					begin
						Seg7_show <= 8'b0000_1000;
						number <= {0,Number2};
					end
				4'd5:
					begin
						Seg7_show <= 8'b0000_0100;
						number <= {0,Number3};
					end	
				4'd6:	
					begin
						Seg7_show <= 8'b000_0010;
						number <= Symbol;
					end	
				4'd7:	
					begin
						Seg7_show <= 8'b000_0001;
						number <= Symbol;
					end		
				default:
					begin
						Seg7_show <= 8'b11111111;
						number <= 0;
					end	
			endcase		
		end
	end
	always@(Data)begin
			Number3 = 4'b0000;
			Number2 = Data[11:8];
			Number1 = 4'b0000;
			Number0 = Data[3:0];
	end	
	hex_seg7 u2(
		.hex(number),
		.seg_data(seg_data_0)
	);
	hex_seg7 u3(
		.hex(number),
		.seg_data(seg_data_1)
	);
endmodule	
module hex_seg7 (hex, seg_data);
    input [4:0] hex;          
    output reg [7:0] seg_data;  
    always @ (hex) begin
        case (hex)
            5'b0_0000 : seg_data = ~(8'b1100_0000);  
            5'b0_0001 : seg_data = ~(8'b1111_1001);  
            5'b0_0010 : seg_data = ~(8'b1010_0100);  
            5'b0_0011 : seg_data = ~(8'b1011_0000);  
            5'b0_0100 : seg_data = ~(8'b1001_1001);  
            5'b0_0101 : seg_data = ~(8'b1001_0010);  
            5'b0_0110 : seg_data = ~(8'b1000_0010);  
            5'b0_0111 : seg_data = ~(8'b1111_1000);  
            5'b0_1000 : seg_data = ~(8'b1000_0000);  
            5'b0_1001 : seg_data = ~(8'b1001_0000);  
            5'b0_1010 : seg_data = ~(8'b1000_1000);  
            5'b0_1011 : seg_data = ~(8'b1000_0011);  
            5'b0_1100 : seg_data = ~(8'b1100_0110);  
            5'b0_1101 : seg_data = ~(8'b1010_0001);  
            5'b0_1110 : seg_data = ~(8'b1000_0110);  
            5'b0_1111 : seg_data = ~(8'b1000_1110);  
            default : seg_data = ~(8'b1011_1111);  
        endcase
    end
endmodule
```
`flow/run.sh`:
```
#!/bin/bash
# OpenROAD 26Q1-2900-gdf79404cd8, Yosys 0.63+post, stock flow scripts
make -C /OpenROAD-flow-scripts/flow DESIGN_CONFIG=/design/flow/config.mk WORK_HOME=/design/flow/orfs finish
```
`flow/config.mk`:
```
export PLATFORM = sky130hd
export DESIGN_NAME = Seg_Display
export DESIGN_NICKNAME = Seg_Display
export VERILOG_FILES = /design/flow/design.v
export SDC_FILE = /design/flow/constraint.sdc
export NUM_CORES = 4
export LEC_CHECK = 1
export CORE_AREA = 10 10 95 95
export DIE_AREA = 0 0 105 105
```
`flow/constraint.sdc`:
```
current_design Seg_Display

set clk_period 2.8
set clk_io_pct 0.2

create_clock -name clk0 -period $clk_period [get_ports {Scan_clk}]

set non_clock_inputs [all_inputs -no_clocks]
set_input_delay [expr $clk_period * $clk_io_pct] -clock clk0 $non_clock_inputs
set_output_delay [expr $clk_period * $clk_io_pct] -clock clk0 [all_outputs]
```
==> results_dict.tcl <==
# place-and-route summary
set metrics [dict create \
    outcome "finished clean" \
    synth.area.top_cells "dfstp_2, ha_1, edfxtp_1" \
    starting_density_of_the_core 0.187 \
    final-max-slew-violation-count 0 \
    drtAntennaViolNets 0 \
    post-synth-top-area-cell "dfstp_2" \
    routabilityCongestion 0.770 \
    synth_largest_type_area_fraction 0.163 \
    core_area_sq_um 6910 \
    cells_along_the_critical_path "ha_1 -> ha_1 -> o21ai_0 -> mux2_2 -> inv_1 -> ha_1 -> mux2_2 -> a21oi_1" \
    clock_path_buffers 2 \
    dpl_worst_slack_ns 0.357 \
    hold_ws_ns 0.549 \
    die_area_sq_um 11000 \
    synth-seq-area-share 0.447 \
    synth-cells-yosys 114 \
    edff_count_synth 5 \
    dr.first_iter.drc_count 39 \
    wirelength_microns 2530 \
    path_common_cell "ha_1" \
    grt_first_pass_wirelength_microns 4150 \
    port_buffers 31 \
    power_density_relative_to_cell_area_nw_per_um2 411 \
    period_used_share 0.839 \
    finalWorstSetupSlack_ns 0.452 \
    floorplan.io_pins 43 \
    synth-main-ff-cell "dfstp_2" \
    die_h_microns 105 \
    hold_class "reg2reg" \
    worst_ep_arrival_time_ns 2.55 \
    clk_latency_ns 0.27 \
    cell_count_after_synthesis 114 \
    max_incr_delay_on_cp_ns 0.42 \
    critical_path_required_ns 3.00 \
    fraction_of_layout_cells_with_a_size_suffix_above_1 0.179 \
    async_sr_flop_fraction 0.478 \
    remaining_drc_errors 0 \
    floorplan_die_width_microns 105 \
    yosys.cell_types.count 35 \
    tritoncts "yes" \
    cts-buffers-inserted 3 \
    area_delta_synth_final_pct 31.7 \
    tns_ns 0 \
    worstRegToRegCells 8 \
    max-vdd-ir-drop_mv 0.139 \
    fill_cells 754 \
    clock_sink_count 23 \
    grt_start_max_net_pins 15 \
    worst-path-buf-inv 1 \
    timing.clock.skew_ns 0.00214 \
    synthesis.area_sq_um 1290 \
    globalRouteOverflowTotal 0 \
    cts.reportedPaths.clkPinSlew_ns 0.09 \
    post_detail_place_hpwl_microns 1990 \
    layout_min_cycle_time_ns 2.35 \
    clk_root_buffer_cell "clkbuf_8" \
    grt_antenna_before_repair 0 \
    syn-mean-instance-area_sq_um 11.3 \
    yosys_warnings 2 \
    post_cts.repair.setup_buffers 0 \
    startpoint "state[0]$_DFF_PN0_" \
    finalSetupViolCount 0 \
    yosys.cell_count.top_type "ha_1" \
    cts-htree-levels 1 \
    regToRegSetupSlack_ns 0.45 \
    rsz_0062_raised_after_global_routing "false" \
    postSynthRegisterBits 23 \
    via_to_cell_ratio 3.47 \
    maxCapViolations 0 \
    worst-path-stages 8 \
    dr_total_vias 819 \
    start_kind "flip-flop" \
    wl_per_instance_microns 10.7 \
    path_class "reg2reg" \
    synth.yosys.chip_area_sq_um 1290 \
    first_global_vias 817 \
    cts_repair_resize_count 0 \
    stage_log_warnings 43 \
    reg2reg_from "state[0]$_DFF_PN0_" \
    detail_route.first_pass.iterations 4 \
    postCtsHoldBufs 0 \
    top_cells_by_instance_count_after_synthesis "ha_1, buf_4, nor2b_1" \
    critPathTopFamily "adder cells" \
    leakagePower_nw 0.707 \
    critPathSlowestCell "dfrtp_1" \
    critPathCaptureType "flip-flop" \
    critical_path.max_fanout 10 \
    n_antenna_cell 0 \
    floorplan.rows 30 \
    maximum_clock_frequency_mhz 426 \
    grt_util_all_layers 0.0448 \
    report.final.hold_viol_count 0 \
]
-- metal layers --
layer,part of all wire,wire length (microns),global-route usage
met2,0.41,1040,0.0645
met3,0.098,247,0.0230
met4,0.0095,24,0.00490
met1,0.48,1220,0.0606
met5,0,0,0
-- kinds of logic (layout without fill, tap and decap cells) --
| logic type | count (synthesis) | after routing | share of synthesized area |
|---|---|---|---|
| fa+ha+maj | 13 | 13 | 0.126 |
| xor+xnor | 1 | 1 | 0.00680 |
| flops | 23 | 23 | 0.447 |
| mux | 8 | 8 | 0.0650 |
| other cells | 1 | 2 | 0.00291 |
| compound gates | 12 | 12 | 0.0864 |
| simple gates | 34 | 34 | 0.162 |
| buf+inv | 22 | 47 | 0.104 |
-- worst min path at each step --
| stage | start | endpoint | slack [ns] | depth (start not counted) |
|---|---|---|---|---|
| CTS | state[0]$_DFF_PN0_ | state[0]$_DFF_PN0_ | 0.55 | 1 |
| global route | state[0]$_DFF_PN0_ | state[0]$_DFF_PN0_ | 0.59 | 1 |
| finish | state[0]$_DFF_PN0_ | state[0]$_DFF_PN0_ | 0.55 | 1 |
-- worst reg2reg max path: stages (launching register included) --
cell     delay [ns]
dfrtp_1        0.42
ha_1           0.21
ha_1           0.30
o21ai_0        0.27
mux2_2         0.30
inv_1          0.12
ha_1           0.27
mux2_2         0.28
a21oi_1        0.13
-- cells in the final DEF, fill, tap and decap left out, drive strengths merged, types with 4 or more instances in the layout --
master / n
a31oi: 4
buf: 4
clkdlybuf4s50: 31
dfstp: 8
dfxtp: 7
edfxtp: 5
ha: 13
inv: 8
mux2i: 5
nand2: 8
nor2: 5
nor2b: 9
-- power by group --
| part | internal [mW] | total (mW) | switching [mW] | leakage (nW) |
|---|---|---|---|---|
| clock | 0.101 | 0.213 | 0.112 | 0.0217 |
| sequential | 0.357 | 0.360 | 0.00336 | 0.233 |
| combinational | 0.0789 | 0.125 | 0.0463 | 0.452 |
-- final cells by class --
| class | instances | area (sq um) | share of cell area |
|---|---|---|---|
| multi-input combinational | 70 | 583 | 0.343 |
| sequential | 23 | 576 | 0.339 |
| timing repair buffer | 35 | 340 | 0.200 |
| tap | 96 | 120 | 0.0707 |
| clock buffer | 3 | 41.3 | 0.0243 |
| inverter | 8 | 30.0 | 0.0177 |
| clock inverter | 1 | 7.51 | 0.00442 |
-- stage by stage --
step / power, mW / utilization / std cells / cell area (sq um)
after floorplan: 0.437 / - / 115 / 1290
after global placement: 0.494 / 0.239 / 232 / 1650
after detailed placement: 0.495 / 0.239 / 232 / 1650
after CTS: 0.714 / 0.246 / 236 / 1700
after global routing: 0.746 / 0.246 / 236 / 1700
final: 0.699 / 0.246 / 236 / 1700
Power is estimated from default activity; no workload was simulated.
