===== ./config.mk =====
export PLATFORM = sky130hd
export DESIGN_NAME = rx_top
export DESIGN_NICKNAME = rx_top
export VERILOG_FILES = /design/flow/design.v
export SDC_FILE = /design/flow/constraint.sdc
export NUM_CORES = 4
export LEC_CHECK = 1
export CORE_AREA = 10 10 105 105
export DIE_AREA = 0 0 115 115

===== ./constraint.sdc =====
current_design rx_top

set clk_period 2.7
set clk_io_pct 0.2

create_clock -name clk0 -period $clk_period [get_ports {clk}]

set non_clock_inputs [all_inputs -no_clocks]
set_input_delay [expr $clk_period * $clk_io_pct] -clock clk0 $non_clock_inputs
set_output_delay [expr $clk_period * $clk_io_pct] -clock clk0 [all_outputs]

===== ./design.v =====
`timescale 1ns / 1ps
module H2L_detect(
    input clk,        
    input rst,        
    input pin_in,     
    output sig_H2L    
    );
    reg pin_pre;
    assign sig_H2L = !pin_in & pin_pre;   
    always @( posedge clk or posedge rst )
        if( rst )   
            pin_pre <= 1'b0;
        else         
            pin_pre <= pin_in;
endmodule
`timescale 1ns / 1ps
module rx_band_gen(
    input clk,        
    input rst,        
    input band_sig,   
    output reg clk_bps  
    );
    parameter SYS_RATE = 100000000;     
    parameter BAND_RATE = 9600;         
    parameter CNT_BAND = SYS_RATE / BAND_RATE;   
    parameter HALF_CNT_BAND = CNT_BAND / 2;      
    reg [13:0] cnt_bps;
    always @( posedge clk or posedge rst )
        if( rst )   
            begin
                cnt_bps <= HALF_CNT_BAND;   
                clk_bps <= 1'b0;            
            end
        else if( !band_sig )   
            begin
                cnt_bps <= HALF_CNT_BAND;   
                clk_bps <= 1'b0;            
            end
        else if( cnt_bps == CNT_BAND )   
            begin
                cnt_bps <= 14'd0;          
                clk_bps <= 1'b1;           
            end
        else   
            begin
                cnt_bps <= cnt_bps + 1'b1;   
                clk_bps <= 1'b0;             
            end
endmodule
`timescale 1ns / 1ps
module rx_ctl(
    input clk,                
    input rst,                
    input rx_pin_in,          
    input rx_pin_H2L,         
    output reg rx_band_sig,   
    input rx_clk_bps,         
    output reg[7:0] rx_data,  
    output reg rx_done_sig    
    );
    localparam [3:0] 
        IDLE   = 4'd0,    
        BEGIN  = 4'd1,    
        DATA0  = 4'd2,    
        DATA1  = 4'd3,    
        DATA2  = 4'd4,    
        DATA3  = 4'd5,    
        DATA4  = 4'd6,    
        DATA5  = 4'd7,    
        DATA6  = 4'd8,    
        DATA7  = 4'd9,    
        END    = 4'd10,   
        BFREE  = 4'd11;   
    reg [3:0] pos;   
    always @( posedge clk or posedge rst )
        if (rst)   
            begin
                rx_band_sig <= 1'b0;         
                rx_data <= 8'd0;             
                pos <= IDLE;                 
                rx_done_sig <= 1'b0;         
            end
        else   
            case (pos)
                IDLE:   
                    if (rx_pin_H2L)   
                        begin
                            rx_band_sig <= 1'b1;   
                            pos <= pos + 1'b1;     
                            rx_data <= 8'd0;       
                        end
                BEGIN:   
                    if (rx_clk_bps)   
                        begin
                            if (rx_pin_in == 1'b0)   
                                pos <= pos + 1'b1;   
                            else   
                                begin
                                    rx_band_sig <= 1'b0;   
                                    pos <= IDLE;           
                                end
                        end
                DATA0, DATA1, DATA2, DATA3, DATA4, DATA5, DATA6, DATA7:
                    if (rx_clk_bps)   
                        begin
                            rx_data[pos - DATA0] <= rx_pin_in;   
                            pos <= pos + 1'b1;   
                        end
                END:   
                    if (rx_clk_bps)   
                        begin
                            rx_done_sig <= 1'b1;   
                            pos <= pos + 1'b1;     
                            rx_band_sig <= 1'b0;   
                        end
                BFREE:   
                    begin
                        rx_done_sig <= 1'b0;   
                        pos <= IDLE;           
                    end
            endcase
endmodule
`timescale 1ns / 1ps
module rx_top(
    input clk,                
    input rst,                
    input rx_pin_in,          
    output [7:0] rx_data,     
    output rx_done_sig        
    );
    wire rx_pin_H2L;
    H2L_detect rx_in_detect(
        .clk( clk ),                
        .rst( rst ),                
        .pin_in( rx_pin_in ),       
        .sig_H2L( rx_pin_H2L )      
    );
    wire rx_band_sig;
    wire clk_bps;
    rx_band_gen rx_band_gen(
        .clk( clk ),                
        .rst( rst ),                
        .band_sig( rx_band_sig ),   
        .clk_bps( clk_bps )         
    );
    rx_ctl rx_ctl(
        .clk( clk ),                
        .rst( rst ),                
        .rx_pin_in( rx_pin_in ),    
        .rx_pin_H2L( rx_pin_H2L ),  
        .rx_band_sig( rx_band_sig ),  
        .rx_clk_bps( clk_bps ),     
        .rx_data( rx_data ),        
        .rx_done_sig( rx_done_sig )  
    );
endmodule

===== ./run.sh =====
#!/bin/bash
# OpenROAD 26Q1-2900-gdf79404cd8, Yosys 0.63+post, stock flow scripts
make -C /OpenROAD-flow-scripts/flow DESIGN_CONFIG=/design/flow/config.mk WORK_HOME=/design/flow/orfs finish

==> run summary <==
run results: clock slew at reported path FFs=0.07 ns, clk ins delay skew pair=0.29 ns, antenna-violating nets left=0, last weighted congestion value of the routability-driven placer=0.907, CP cell instances=inv_1 -> ha_2 -> or3b_1 -> or2_1 -> or3_1 -> a32o_1, final global-route overflow total=0, part of the Yosys area used for sequential elements=41.8%, critical path's slowest cell=dfrtp_1, reported max-cap violation count=0, Crit path buffers/inverters=1, worst r2r src=rx_ctl.pos[1], number of vias per cell after detailed routing=4.50, total net switching power=191 µW, timing-limited maximum frequency=0.402 GHz, mean instance size in the synthesized netlist=9.49 µm², critical path endpoint category=flip-flop, normalized max-slew margin=68.1%, count of mapped cells out of synthesis=191, Max Slew Vio Count=0, residual DRC count=0, number of setup violations in the final report=0, total count of hold-check failures in the final report=0, Die Y-Extent=115 µm, crit-path max cell delay=0.46 ns, cell area power density=439 nW/µm², Register-to-Register Setup Slack=0.21 ns, core utilization at floorplan=20.7%, number of antenna violations at the first check in global routing=0, number of warning messages in the logs=34, area of the mapped netlist=1810 µm², fraction of registers with async set or reset after synthesis=100%, number of iterations in the first detailed-routing pass=4, count of flip-flops with a built-in enable after synthesis=0, Leakage Power=0.824 nW, maximum net fanout on the critical path=10, Synth-to-Final Area Change=19.3%, Setup Fix Bufs, Post-CTS=0, final worst-path cycle share=92.0%, count of state elements after synthesis=30, share of total power in combinational logic=1.9%, Final Routed Wirelength=3840 µm, count of placed standard cells including taps=305, die width=115 µm, endpoint of the worst hold-timing path=rx_band_gen.cnt_bps[0], io pins=12, wire length of the first global-routing pass=6760 µm, H-Tree Depth=2, Filler Cells Inserted=901, Final min period=2.49 ns, Sw Share=20.2%, data required time of the critical path=2.87 ns, path type of the worst setup path=reg2reg, largest clock skew in the final design=0.0102 ns, worst r2r dst=rx_ctl.rx_data[1], master cell of the clock root buffer=clkbuf_8, Avg WL per Cell=12.3 µm, total track usage=6.00%, clock sink count=30, HPWL reported at the end of detailed placement=2650 µm, critical hold path startpoint=rx_band_gen.cnt_bps[0], CTS Buf Count=5, vias in the first global route=1368, cell depth of the worst hold path=1, part of the total power dissipated in the clock network=50.6%, Data arrival, critical path=2.65 ns, logic depth of the worst register-to-register path=6, number of port buffers=11, chip area estimate from yosys synthesis=1810 µm², setup total negative slack=0 ns, core region area=8760 µm², CTS max path bufs=2, fraction of layout instances using a drive strength above 1=9.76%, Yosys cell types=43, worst IR drop on VDD=0.157 mV, sequential share of power=47.6%, dominant register cell in the synthesized netlist=dfrtp_1, clock tree from TritonCTS=done, post-synthesis cell count from yosys=191, Vias=1409, RSZ-0062 raised after global routing=no, total number of placement rows=34, Ys Warns=3, slew at the pin closest to its max-slew limit=0.473 ns, initial drt markers=64, run status=completed, category of cells accounting for the largest share of critical-path delay=simple AND/OR/NAND/NOR gates, worst hold-check path type=reg2reg, Worst Setup Start Kind=flip-flop, Total Power=948 µW, non-filler cells, final=313, number of inserted diodes=0, Cell Int Power=756 µW, largest net degree at the start of global routing=31, area of the die=13200 µm²
-- power groups by stage --
stage                 Combinational (mW)  Clock [mW]  Sequential (mW)
after CTS                         0.0184       0.494            0.451
after global routing              0.0206       0.509            0.451
final                             0.0176       0.479            0.451
-- layer usage --
metal / share of wire (%) / vias up / track usage [%]
li1: - / 702 / -
met1: 51 / 676 / 8.96
met2: 42 / 27 / 8.86
met3: 5.8 / 4 / 1.37
met4: 1.2 / 0 / 0.908
met5: 0 / - / 0
-- layout make-up --
type / instances / area, µm² / share of cell area, %
well taps: 108 / 135 / 6.25
repair buffers: 14 / 133 / 6.14
multi-input cells: 142 / 978 / 45.3
inverters: 11 / 41.3 / 1.91
clock inverters: 1 / 30.0 / 1.39
flip-flops and latches: 30 / 757 / 35.0
clock buffers: 7 / 86.3 / 4.00
-- registers in the layout, indices dropped and copies added (netlist names) --
signal,flops
rx_ctl.pos,4
rx_in_detect.pin_pre,1
rx_ctl.rx_band_sig,1
rx_band_gen.cnt_bps,14
rx_ctl.rx_done_sig,1
rx_band_gen.clk_bps,1
rx_ctl.rx_data,8
-- cell usage after synthesis, types with 2 or more instances --
master     count  share of area (%)
dfrtp_1       25                 35
nand2_1       20                4.1
nor2_1        15                3.1
ha_1          12                8.3
inv_1         11                2.3
nand3_1        9                2.5
o21ai_0        9                2.5
xnor2_1        7                3.4
a32o_1         6                3.3
nor2b_1        6                2.1
a31oi_1        5                1.7
buf_2          5                1.4
dfstp_2        5                7.3
nor3_1         5                1.4
xor2_1         5                2.4
nor4_1         4                1.4
a21oi_1        3               0.83
and4_1         3                1.5
nand2b_1       3                1.0
nand4_1        3                1.0
or3_1          3                1.0
clkbuf_1       2               0.41
mux2i_1        2                1.1
o21bai_1       2               0.83
o2bb2ai_1      2               0.97
o31ai_1        2               0.83
-- cell usage in the layout (no fill, tap or decap), types with 2 or more instances in the layout --
cell and n:
dfrtp_1 25, nand2_1 20, nor2_1 15, inv_1 11
clkdlybuf4s50_1 11, ha_1 10, o21ai_0 9, nand3_1 9
xnor2_1 7, nor2b_1 6, a32o_1 6, clkbuf_8 6
a31oi_1 5, nor3_1 5, xor2_1 5, dfstp_2 5
nor4_1 4, nand2b_1 3, a21oi_1 3, and4_1 3
or3_1 3, nand4_1 3, buf_4 3, o21bai_1 2
o2bb2ai_1 2, mux2i_1 2, o31ai_1 2, ha_2 2
-- logic make-up after synthesis --
family | after synthesis | share of synthesized area [%]
XOR/XNOR | 12 | 5.80
buffers and inverters | 19 | 4.49
multiplexers | 2 | 1.11
adder cells (fa/ha/maj) | 12 | 8.29
AND/OR/NAND/NOR | 81 | 24.9
flip-flops | 30 | 41.8
AND-OR/OR-AND | 35 | 13.6
-- repair_timing --
item / CTS / global route
endpoints found under the hold margin: 0 / 0
endpoints found under the setup margin: 0 / 6
resized: 0 / 2
hold buffers: 0 / 0
-- worst max path at each step --
| stage | startpoint | cells past startpoint | slack (ns) | endpoint |
|---|---|---|---|---|
| 4_1_cts | rx_ctl.pos[1] | 6 | 0.16 | rx_ctl.rx_data[1] |
| 5_1_grt | rx_ctl.pos[1] | 6 | 0.04 | rx_ctl.rx_data[1] |
| 6_report | rx_ctl.pos[1] | 6 | 0.21 | rx_ctl.rx_data[1] |
-- through the flow --
step	util (%)	area (µm²)	hold slack (ns)	setup WS [ns]
2_1_floorplan	-	1810	0.457	0.426
3_3_place_gp	23.3	2040	0.491	0.247
3_5_place_dp	23.3	2040	0.497	0.201
4_1_cts	24.6	2160	0.507	0.159
5_1_grt	24.7	2160	0.545	0.0399
6_report	24.7	2160	0.502	0.215
Power figures rest on the tool's default switching activity, not on a simulated workload.
