`design/flow/config.mk`:
```
export PLATFORM = sky130hd
export DESIGN_NAME = Divider_Clock
export DESIGN_NICKNAME = Divider_Clock
export VERILOG_FILES = /design/flow/design.v
export SDC_FILE = /design/flow/constraint.sdc
export NUM_CORES = 4
export LEC_CHECK = 1
export CORE_UTILIZATION = 40
```
`design/flow/constraint.sdc`:
```
current_design Divider_Clock

set clk_period 4.1
set clk_io_pct 0.2

create_clock -name clk0 -period $clk_period [get_ports {clkin}]

set non_clock_inputs [all_inputs -no_clocks]
set_input_delay [expr $clk_period * $clk_io_pct] -clock clk0 $non_clock_inputs
set_output_delay [expr $clk_period * $clk_io_pct] -clock clk0 [all_outputs]
```
`design/flow/design.v`:
```
`timescale 1ns / 1ps
module Divider_Clock #(
    parameter Custom_Outputclk_0 = 10'b1,   
    parameter Custom_Outputclk_1 = 10'b1,   
    parameter Custom_Outputclk_2 = 10'b1    
)(
    input clkin,                 
    input rst_n,                 
    output reg clkout_1K = 1,    
    output reg clkout_100 = 1,   
    output reg clkout_10 = 1,    
    output reg clkout_1 = 1,     
    output reg clkout_Custom_0 = 1,   
    output reg clkout_Custom_1 = 1,   
    output reg clkout_Custom_2 = 1    
);
    function integer clogb2(input integer bit_Depth);
        begin
            for(clogb2 = 0; bit_Depth > 0 ; clogb2 = clogb2 + 1)
                bit_Depth = bit_Depth >> 1;
        end
    endfunction
    parameter Orianal_Clock = 100_000_000;
    parameter Divider_Counter_1K = 100_000;     
    parameter Divider_Counter_100 = 1_00_000;   
    parameter Divider_Counter_10 = 10_000_000;  
    parameter Divider_Counter_1 = 100_000_000;  
    localparam integer Divider_Counter_C_0 = Orianal_Clock / Custom_Outputclk_0;
    localparam integer Count_Bits_0 = clogb2(Divider_Counter_C_0 - 1);
    localparam integer Divider_Counter_C_1 = Orianal_Clock / Custom_Outputclk_1;
    localparam integer Count_Bits_1 = clogb2(Divider_Counter_C_1 - 1);
    localparam integer Divider_Counter_C_2 = Orianal_Clock / Custom_Outputclk_2;
    localparam integer Count_Bits_2 = clogb2(Divider_Counter_C_2 - 1);
    reg [15:0] Counter_1k = 0;
    reg [18:0] Counter_100 = 0;
    reg [24:0] Counter_10 = 0;
    reg [26:0] Counter_1 = 0;
    reg [Count_Bits_0 - 1 : 0] Counter_C_0 = 0;    
    reg [Count_Bits_1 - 1 : 0] Counter_C_1 = 0;
    reg [Count_Bits_2 - 1 : 0] Counter_C_2 = 0;
    always @(posedge clkin or negedge rst_n) begin
        if (!rst_n) begin
            Counter_1k <= 0;
            Counter_100 <= 0;
            Counter_10 <= 0;
            Counter_1 <= 0;
        end else begin
            if (Counter_1k == (Divider_Counter_1K - 1))
                Counter_1k <= 0;
            else
                Counter_1k <= Counter_1k + 1;
            if (Counter_100 == (Divider_Counter_100 - 1))
                Counter_100 <= 0;
            else
                Counter_100 <= Counter_100 + 1;
            if (Counter_10 == (Divider_Counter_10 - 1))
                Counter_10 <= 0;
            else
                Counter_10 <= Counter_10 + 1;
            if (Counter_1 == (Divider_Counter_1 - 1))
                Counter_1 <= 0;
            else
                Counter_1 <= Counter_1 + 1;
        end
    end
    always @(posedge clkin or negedge rst_n) begin
        if (!rst_n) begin
            Counter_C_0 <= 0;
            Counter_C_1 <= 0;
            Counter_C_2 <= 0;
        end else begin
            if (Divider_Counter_C_0 != Orianal_Clock) begin
                if (Counter_C_0 == (Divider_Counter_C_0 - 1))
                    Counter_C_0 <= 0;
                else
                    Counter_C_0 <= Counter_C_0 + 1;
            end
            if (Divider_Counter_C_1 != Orianal_Clock) begin
                if (Counter_C_1 == (Divider_Counter_C_1 - 1))
                    Counter_C_1 <= 0;
                else
                    Counter_C_1 <= Counter_C_1 + 1;
            end
            if (Divider_Counter_C_2 != Orianal_Clock) begin
                if (Counter_C_2 == (Divider_Counter_C_2 - 1))
                    Counter_C_2 <= 0;
                else
                    Counter_C_2 <= Counter_C_2 + 1;
            end
        end
    end
    always @(posedge clkin or negedge rst_n) begin
        if (!rst_n) begin
            clkout_1K <= 0;
            clkout_100 <= 0;
            clkout_10 <= 0;
            clkout_1 <= 0;
            clkout_Custom_0 <= 0;
            clkout_Custom_1 <= 0;
            clkout_Custom_2 <= 0;
        end else begin
            if (Counter_1k < Divider_Counter_1K / 2)
                clkout_1K <= 1'b0;
            else
                clkout_1K <= 1'b1;
            if (Counter_100 < Divider_Counter_100 / 2)
                clkout_100 <= 1'b0;
            else
                clkout_100 <= 1'b1;
            if (Counter_10 < Divider_Counter_10 / 2)
                clkout_10 <= 1'b0;
            else
                clkout_10 <= 1'b1;
            if (Counter_1 < Divider_Counter_1 / 2)
                clkout_1 <= 1'b0;
            else
                clkout_1 <= 1'b1;
            if (Counter_C_0 < Divider_Counter_C_0 / 2)
                clkout_Custom_0 <= 1'b0;
            else
                clkout_Custom_0 <= 1'b1;
            if (Counter_C_1 < Divider_Counter_C_1 / 2)
                clkout_Custom_1 <= 1'b0;
            else
                clkout_Custom_1 <= 1'b1;
            if (Counter_C_2 < Divider_Counter_C_2 / 2)
                clkout_Custom_2 <= 1'b0;
            else
                clkout_Custom_2 <= 1'b1;
        end
    end
endmodule
```
`design/flow/run.sh`:
```
#!/bin/bash
# OpenROAD 26Q1-2900-gdf79404cd8, Yosys 0.63+post, stock flow scripts
make -C /OpenROAD-flow-scripts/flow DESIGN_CONFIG=/design/flow/config.mk WORK_HOME=/design/flow/orfs finish
```
==> Slide: Implementation Results <==
Run Summary

Clocking
  • Clk sink count: 92
  • Cts hold-fix bufs: 0
  • Postcts setup bufs: 0
  • Clk slew on worst S/H paths: 90 ps
  • Clock buffer depth: 2
  • Clock buffer count from CTS: 9
  • Late-Pin Clk Latency: 360 ps
  • CTS tree: built
  • Htree depth: 3
  • Clk root buf: clkbuf_8
  • Post-cts resize count: 0

Cells and area
  • Most used logic cell in the final layout: dfrtp_1
  • Finished layout cell area: 4880 µm²
  • Share of layout cells above drive strength 1: 6.90%
  • Most frequent cells in the layout: dfrtp_1 (92), nand3_1 (36), xnor2_1 (36), nand2_1 (35), xor2_1 (27)
  • Area growth, synth to finish: 9.42%

Final timing
  • Setup violations, final: 0
  • Clk_skew: 8.49 ps
  • Setup TNS: 0 ps
  • Final count of hold timing violations: 0
  • Worst Tran Pin Value: 683 ps
  • Tcrit/Tclk final: 49.5%
  • Peak Freq: 0.493 GHz
  • RSZ-0062 raised after global routing: no
  • Final Slew Violations: 0
  • Crit path time final: 2030 ps
  • Slew HR: 54.0%

Floorplanning
  • DIE WIDTH: 108 µm
  • # rows: 38
  • Io pins: 9
  • FP Core Util: 41.2%
  • Die H: 108 µm
  • Core area: 10,800 µm²
  • Chip area: 11,600 µm²

Logic synthesis
  • #FFs+latches synth: 92
  • Yosys stat cell total: 441
  • Area share, top type: 51.6%
  • Synth warnings: 1
  • Synth Seq Share: 51.6%
  • Synth Cell Area: 4460 µm²
  • Post-synth top area cell: dfrtp_1
  • Most common reg cell: dfrtp_1
  • Flip-flops with a built-in enable: 0
  • Post-Syn Area per Cell: 10.1 µm²
  • Chip area line of the yosys report: 4460 µm²
  • Top cells by area: dfrtp_1 (52%), xnor2_1 (7.1%), xor2_1 (5.3%)
  • Syn Inst Count: 441
  • Cell Type Count: 46
  • Async SR Flop Fraction: 100%

Worst setup path
  • Critical Path Slowest Stage Cell: or4_1
  • CP required: 4390 ps
  • CP endpoint kind: flip-flop
  • Crit Path Category: reg -> reg
  • CP Cell Sequence: nand4_1 > or4_1 > or4_4 > a21oi_2
  • Startpoint types: flip-flop
  • CP max FO: 6
  • CP arrival: 2320 ps
  • CP max stage delay: 700 ps

Global routing
  • Largest net degree at the start of global routing: 57
  • Global-route wire length before repair: 14,200 µm
  • Number of global-route vias before repair: 3,010
  • Total grt overflow: 0
  • Tot GR Track Use: 15.3%
  • Initial antenna violation count: 0

Place
  • Port Buffers: 8
  • DP HPWL: 5320 µm
  • GPL Wtd Cong: 0.857
  • DP Area: 4660 µm²

Routing
  • Via/cell ratio: 5.33
  • Via count: 3,138
  • Detailed Route WL: 7810 µm
  • Starting DRT DRC Count: 181
  • DRC: 0
  • WL/cell: 13.3 µm
  • DRT Pass-1 Iters: 6
  • # diodes: 0
  • Post-route ant nets: 0

Worst hold path
  • HP Class: reg -> reg

Flow run
  • OpenROAD warnings: 25
  • Maxcap violations: 0

Power
  • Peak VDD IR: 192 µV
  • PwrDens: 329 nW/µm²
  • Static leakage: 2.10 nW

Status
  • Outcome: complete, no violations
-- synth_stat cells, drive strengths merged (3+ instances only) --
cell,instances
a21oi,17
and2,6
and3,8
and4,9
buf,6
clkbuf,13
dfrtp,92
ha,4
inv,12
nand2,35
nand3,36
nand4,23
nor2,26
nor2b,4
nor3,21
nor4,9
o21a,3
o21ai,8
o31ai,9
or3,7
or4,10
xnor2,36
xor2,27
-- where the power goes --
group	internal, W	switching (W)
Combinational	0.00000355	0.0000167
Sequential	0.000907	0.000000307
Clock	0.000346	0.000330
Total	0.00126	0.000347
-- final cells by class --
| class | count | area, µm² |
|---|---|---|
| Clock buffer | 9 | 124 |
| Clock inverter | 7 | 98.8 |
| Multi-Input combinational cell | 318 | 2040 |
| Fill cell | 983 | 5960 |
| Tap cell | 140 | 175 |
| Sequential cell | 92 | 2300 |
| Inverter | 12 | 45.0 |
| Timing Repair Buffer | 11 | 100 |
-- state kept, by name, indices dropped and copies added (netlist names) --
signal	cells
Counter_1	27
clkout_100	1
Counter_1k	16
clkout_Custom_0	1
Counter_100	19
clkout_1	1
clkout_1K	1
Counter_10	25
clkout_10	1
-- cell families (layout without fill, tap and decap cells) --
family | Yosys count | after routing | synth area share (%)
flops | 92 | 92 | 51.6
other cells | 1 | 1 | 0.0840
buf+inv | 31 | 39 | 2.89
compound gates | 47 | 47 | 6.92
xor+xnor | 63 | 63 | 12.4
fa+ha+maj | 4 | 4 | 1.12
simple gates | 203 | 203 | 25.0
-- metal layers --
layer  share of wire (%)  wire length, µm  vias to the layer above  track usage [%]
li1                    -                -                     1583                -
met1                  51             4000                     1513             25.1
met2                  45             3490                       29             22.8
met3                 2.0              159                       13             2.10
met4                 2.1              165                        0             2.45
met5                   0                0                        -                0
-- metrics by stage --
step           util, %  instances  worst slack [ps]  hold WS, ps  total power (W)
2_1_floorplan        -        441              2240          446         0.000927
3_3_place_gp      43.0        573              2100          455         0.000947
3_5_place_dp      43.0        573              2100          467         0.000948
4_1_cts           45.0        589              2070          482          0.00163
5_1_grt           45.0        589              1940          501          0.00167
6_report          45.0        589              2070          476          0.00160
-- critical path: cells and delay by family, from the launching register on --
| family | cells | cell delay (ps) |
|---|---|---|
| AND-OR/OR-AND | 1 | 150 |
| AND/OR/NAND/NOR | 3 | 1380 |
| flip-flops | 1 | 430 |
-- final timing paths --
kind	startpoint	endpoint	slack, ps	cells past startpoint
max	Counter_1[2]	Counter_1[23]	2070	4
min	Counter_1k[15]	Counter_1k[15]	480	1
max reg2reg	Counter_1[2]	Counter_1[23]	2070	4
min reg2reg	Counter_1k[15]	Counter_1k[15]	480	1
max in group asynchronous	rst_n	Counter_1[6]	2670	2
min in group asynchronous	rst_n	Counter_1k[4]	500	1
Power figures rest on the tool's default switching activity, not on a simulated workload.
